==> design.v <==
module clock_reset_manager(
    input  logic ext_clk,
    input  logic ext_reset_n,
    output logic core_clk,
    output logic core_reset_n,
    output logic mem_clk,
    output logic mem_reset_n,
    output logic noc_clk,
    output logic noc_reset_n
);
    parameter CORE_CLK_DIV = 1;     
    parameter MEM_CLK_DIV = 2;      
    parameter NOC_CLK_DIV = 1;      
    logic [3:0] core_clk_counter;
    logic [3:0] mem_clk_counter;
    logic [3:0] noc_clk_counter;
    logic [2:0] core_reset_sync;
    logic [2:0] mem_reset_sync;
    logic [2:0] noc_reset_sync;
    always_ff @(posedge ext_clk or negedge ext_reset_n) begin
        if (~ext_reset_n) begin
            core_clk_counter <= 4'h0;
            mem_clk_counter <= 4'h0;
            noc_clk_counter <= 4'h0;
            core_clk <= 1'b0;
            mem_clk <= 1'b0;
            noc_clk <= 1'b0;
        end else begin
            if (CORE_CLK_DIV == 1) begin
                core_clk <= ext_clk;   
            end else begin
                core_clk_counter <= core_clk_counter + 1;
                if (core_clk_counter >= (CORE_CLK_DIV - 1)) begin
                    core_clk_counter <= 4'h0;
                    core_clk <= ~core_clk;
                end
            end
            if (MEM_CLK_DIV == 1) begin
                mem_clk <= ext_clk;   
            end else begin
                mem_clk_counter <= mem_clk_counter + 1;
                if (mem_clk_counter >= (MEM_CLK_DIV - 1)) begin
                    mem_clk_counter <= 4'h0;
                    mem_clk <= ~mem_clk;
                end
            end
            if (NOC_CLK_DIV == 1) begin
                noc_clk <= ext_clk;   
            end else begin
                noc_clk_counter <= noc_clk_counter + 1;
                if (noc_clk_counter >= (NOC_CLK_DIV - 1)) begin
                    noc_clk_counter <= 4'h0;
                    noc_clk <= ~noc_clk;
                end
            end
        end
    end
    always_ff @(posedge core_clk or negedge ext_reset_n) begin
        if (~ext_reset_n) begin
            core_reset_sync <= 3'b000;
        end else begin
            core_reset_sync <= {core_reset_sync[1:0], 1'b1};
        end
    end
    always_ff @(posedge mem_clk or negedge ext_reset_n) begin
        if (~ext_reset_n) begin
            mem_reset_sync <= 3'b000;
        end else begin
            mem_reset_sync <= {mem_reset_sync[1:0], 1'b1};
        end
    end
    always_ff @(posedge noc_clk or negedge ext_reset_n) begin
        if (~ext_reset_n) begin
            noc_reset_sync <= 3'b000;
        end else begin
            noc_reset_sync <= {noc_reset_sync[1:0], 1'b1};
        end
    end
    assign core_reset_n = core_reset_sync[2];
    assign mem_reset_n = mem_reset_sync[2];
    assign noc_reset_n = noc_reset_sync[2];
endmodule
==> run.sh <==
#!/bin/bash
# OpenROAD 26Q1-2900-gdf79404cd8, Yosys 0.63+post, stock flow scripts
make -C /OpenROAD-flow-scripts/flow DESIGN_CONFIG=/design/flow/config.mk WORK_HOME=/design/flow/orfs finish
==> config.mk <==
export PLATFORM = sky130hd
export DESIGN_NAME = clock_reset_manager
export DESIGN_NICKNAME = clock_reset_manager
export VERILOG_FILES = /design/flow/design.v
export SDC_FILE = /design/flow/constraint.sdc
export NUM_CORES = 4
export LEC_CHECK = 1
export CORE_AREA = 10 10 70 70
export DIE_AREA = 0 0 80 80
==> constraint.sdc <==
current_design clock_reset_manager

set clk_period 1.9
set clk_io_pct 0.2

create_clock -name clk0 -period $clk_period [get_ports {ext_clk}]

set non_clock_inputs [all_inputs -no_clocks]
set_input_delay [expr $clk_period * $clk_io_pct] -clock clk0 $non_clock_inputs
set_output_delay [expr $clk_period * $clk_io_pct] -clock clk0 [all_outputs]
==> results.toml <==
# flow metrics
[power]
p_clk_frac = 0.315
switching_power_mw = 0.154
irDropWorstVdd_mv = 0.218
seqPwrFrac = 0.428
power_mw = 0.651
switching_share = 0.236
power.leakage_nw = 0.261
internal-power_mw = 0.497
p_per_area_mw_per_mm2 = 1110
power_frac_comb = 0.258

[critical_path]
worstPathRequired_ps = 1520
cpPeakStageDelay_ps = 490
cpMaxStageDelayCell = "clkdlybuf4s50_1"
endpoint_kind = "primary output"
startpoint_type = "register"
critical_path_class = "reg2out"
cp.buffers_inverters = 1
path_cells = "clkdlybuf4s50_1"
cp_max_fo = 5
crit_arrival_ps = 1230
cpLargestDelayFamily = "buffers and inverters"

[route]
insertedDiodeCount = 0
vias_per_cell = 2.61
wl_um = 602
num_vias = 219
first_pass_iters = 2
antenna_left = 0
drc = 0
wl_per_cell_um = 7.17
drtIter0Drc = 2

[floorplan]
dieArea_mm2 = 0.00640
die_w_um = 80
fp-utilization = 0.124
dieHeight_um = 80
core_mm2 = 0.00342
io_pins = 8
fp-row-count = 21

[timing]
unclocked_pins = 6
slew-limit-headroom = 0.662
fmax_ghz = 0.619
skew_ps = 4.50
rsz0062_at_grt = "no"
layout_setup_ws_ps = 286
drv_slew = 0
setup_viol = 0
untimed_endpoints = 7
post-route-period-util = 0.850
worst-slew-pin-transition_ps = 506
finalSetupTns_ps = 0
hold_violations = 1
period_minus_slack_ps = 1610
hold_slack_ps = -104

[run_status]
violations = "hold timing"
status = "finished, violations left"

[global_route]
grt_pass1_vias = 269
grt_pass1_wl_um = 1150
grt_max_degree = 13
grt_overflow = 0
antenna_found_initial = 0
track_usage = 0.0230

[clocking]
ctsHoldBuffers = 0
cts_setup_buffers = 0
ctsResizeCount = 0
clock_latency_ps = 350
cts_tree = "built"
clk_pin_slew_ps = 50

[yosys]
compound_area_frac = 0
simple_gate_share = 0.109
adder_share = 0.0888
ys_ff = 12
ys_seq_frac = 0.710
mux_share = 0
synth-warning-count = 1
syn_inst = 26
synthesis.area_um2 = 423
ys_area_um2 = 423
synthTopLogicFamily = "simple AND/OR/NAND/NOR gates"
postSynthAreaPerCell_um2 = 16.3
yosys_cells = 26
ys_sh_xor = 0.0207
netlist-cell-type-count = 8

[placement]
io_buffers = 7
place_ws_ps = 630
routabilityCongestion = 0.678
hpwlAfterDp_um = 454

[run]
warnings = 27
timing.max_cap.violations = 0

[min_path]
min_path_type = "clk2reg"

[cells_and_area]
drive_gt1_frac = 0.263
areaGrowthSynthToFinish_pct = 38.2
[cells in the mapped netlist]
library cell	number	area [µm²]
nor4b_4	1	23.8
conb_1	2	7.51
and2_2	3	22.5
ha_1	3	37.5
xnor2_1	1	8.76
dfrtp_1	12	300
buf_4	2	15.0
inv_1	2	7.51
[kinds of logic (layout without fill, tap and decap cells)]
group         count (synthesis)  in the layout
flops                        12             12
simple gates                  4              4
buf+inv                       4             15
fa+ha+maj                     3              3
other cells                   2              3
xor+xnor                      1              1
[routing by layer]
layer	GRT usage	share of wire
met5	0	0
met3	0.0250	0.19
met4	0.0123	0.028
met2	0.0281	0.39
met1	0.0234	0.39
[cell usage in the layout, fill, tap and decap left out]
cell and count:
inv_1 2, clkdlybuf4s50_1 7, nor4b_4 1, dfrtp_1 12
clkbuf_4 6, ha_1 3, xnor2_1 1, and2_2 3
conb_1 3
[state kept, by name, summed over array words and instances, names as in the netlist]
name and count:
core_clk 1, mem_clk 1, core_reset_sync 2, mem_reset_sync 3
mem_clk_counter 4, noc_reset_sync 1
[worst paths after layout]
kind                                          from                 end  slack, ps  cells past startpoint
worst max-delay path                       mem_clk             mem_clk        290                      1
worst max register to register  mem_clk_counter[0]  mem_clk_counter[1]        720                      3
max in group asynchronous              ext_reset_n  mem_clk_counter[3]       1190                      1
worst min-delay path                       ext_clk            core_clk       -100                      2
worst min register to register             mem_clk             mem_clk        520                      1
min in group asynchronous              ext_reset_n             mem_clk        370                      1
[power by group through the flow]
stage	Sequential [mW]	Combinational (mW)	Clock, mW
4_1_cts	0.281	0.174	0.217
5_1_grt	0.290	0.189	0.231
6_report	0.278	0.168	0.205
[stage by stage]
stage | instances | instance area, µm² | util
global placement | 78 | 539 | 0.158
finish | 84 | 584 | 0.171
CTS | 84 | 584 | 0.171
global route | 84 | 584 | 0.171
detailed placement | 78 | 539 | 0.158
floorplan | 27 | 427 | -
[final cells by class]
| cell class | instances | area (µm²) |
|---|---|---|
| multi-input combinational | 11 | 104 |
| fill | 381 | 2830 |
| clock buffer | 6 | 45.0 |
| timing repair buffer | 7 | 70.1 |
| sequential | 12 | 300 |
| tap | 46 | 57.6 |
| inverter | 2 | 7.51 |
